$ cat /design/flow/design.v
`timescale 1ns/10ps
module ThirtyTwoToOneEncoder (
    input [31:0] BusMuxIn_R0,
    input [31:0] BusMuxIn_R1,
    input [31:0] BusMuxIn_R2,
    input [31:0] BusMuxIn_R3, 
    input [31:0] BusMuxIn_R4,
    input [31:0] BusMuxIn_R5,
    input [31:0] BusMuxIn_R6,
    input [31:0] BusMuxIn_R7,
    input [31:0] BusMuxIn_R8,
    input [31:0] BusMuxIn_R9,
    input [31:0] BusMuxIn_R10,
    input [31:0] BusMuxIn_R11,
    input [31:0] BusMuxIn_R12,
    input [31:0] BusMuxIn_R13,
    input [31:0] BusMuxIn_R14,
    input [31:0] BusMuxIn_R15,
    input [31:0] BusMuxIn_HI,
    input [31:0] BusMuxIn_LO,
    input [31:0] BusMuxIn_Z_high,
    input [31:0] BusMuxIn_Z_low,
    input [31:0] BusMuxIn_PC,
    input [31:0] BusMuxIn_MDR,  
    input [31:0] BusMuxIn_InPort,
    input [31:0] C_sign_extended,
    output reg [31:0] BusMuxOut,
    input wire [4:0] select
);
always @* 
    begin
        case (select)
            5'd0 : BusMuxOut = BusMuxIn_R0[31:0];
            5'd1 : BusMuxOut = BusMuxIn_R1[31:0];
            5'd2 : BusMuxOut = BusMuxIn_R2[31:0];
            5'd3 : BusMuxOut = BusMuxIn_R3[31:0];
            5'd4 : BusMuxOut = BusMuxIn_R4[31:0];
            5'd5 : BusMuxOut = BusMuxIn_R5[31:0];
            5'd6 : BusMuxOut = BusMuxIn_R6[31:0];
            5'd7 : BusMuxOut = BusMuxIn_R7[31:0];
            5'd8 : BusMuxOut = BusMuxIn_R8[31:0];
            5'd9 : BusMuxOut = BusMuxIn_R9[31:0];
            5'd10: BusMuxOut = BusMuxIn_R10[31:0];
            5'd11: BusMuxOut = BusMuxIn_R11[31:0];
            5'd12: BusMuxOut = BusMuxIn_R12[31:0];
            5'd13: BusMuxOut = BusMuxIn_R13[31:0];
            5'd14: BusMuxOut = BusMuxIn_R14[31:0];
            5'd15: BusMuxOut = BusMuxIn_R15[31:0];
            5'd16: BusMuxOut = BusMuxIn_HI[31:0];
            5'd17: BusMuxOut = BusMuxIn_LO[31:0];
            5'd18: BusMuxOut = BusMuxIn_Z_high[31:0];
            5'd19: BusMuxOut = BusMuxIn_Z_low[31:0];
            5'd20: BusMuxOut = BusMuxIn_PC[31:0];
            5'd21: BusMuxOut = BusMuxIn_MDR[31:0];
            5'd22: BusMuxOut = BusMuxIn_InPort[31:0];
            5'd23: BusMuxOut = C_sign_extended[31:0];
            default: BusMuxOut = 32'd0;
        endcase
    end
endmodule
$ cat /design/flow/constraint.sdc
current_design ThirtyTwoToOneEncoder

set clk_period 4.9
set clk_io_pct 0.2

create_clock -name clk0 -period $clk_period

set non_clock_inputs [all_inputs -no_clocks]
set_input_delay [expr $clk_period * $clk_io_pct] -clock clk0 $non_clock_inputs
set_output_delay [expr $clk_period * $clk_io_pct] -clock clk0 [all_outputs]
$ cat /design/flow/config.mk
export PLATFORM = sky130hd
export DESIGN_NAME = ThirtyTwoToOneEncoder
export DESIGN_NICKNAME = ThirtyTwoToOneEncoder
export VERILOG_FILES = /design/flow/design.v
export SDC_FILE = /design/flow/constraint.sdc
export NUM_CORES = 4
export LEC_CHECK = 1
export CORE_AREA = 10 10 312 312
export DIE_AREA = 0 0 322 322
$ cat /design/flow/run.sh
#!/bin/bash
# OpenROAD 26Q1-2900-gdf79404cd8, Yosys 0.63+post, stock flow scripts
make -C /OpenROAD-flow-scripts/flow DESIGN_CONFIG=/design/flow/config.mk WORK_HOME=/design/flow/orfs finish
==> flow_summary.json <==
{
  "synth_seq_share_pct": 0,
  "largest_area_cell": "a22oi_1",
  "die_height_um": 322,
  "hold_end": "BusMuxOut[29]",
  "flops": 0,
  "design_area_mm2": 0.0162,
  "dr_total_vias": 12300,
  "min_period_ps": 4960,
  "p_clk_share_pct": 0,
  "grt_pass1_wl_um": 155000,
  "drcViolationCount": 0,
  "most_common_cell": "a22oi_1",
  "critPathLaunchType": "input port",
  "gp_congestion": 0.986,
  "avgSynthCellArea_um2": 7.14,
  "crit_fanout": 14,
  "swShare_pct": 41.7,
  "detail_route.wl_per_cell_um": 44.9,
  "avgViaCountPerCell": 4.30,
  "maxCapViolCount": 0,
  "grt_remaining_overflow": 0,
  "synthTopCellsByCount": "a22oi_1 (185), mux2i_1 (83), buf_2 (47)",
  "slew_headroom_pct": 48.0,
  "grt_antenna_before_repair": 159,
  "cp_top_family": "buffers and inverters",
  "ys_cells": 802,
  "portBuffers": 805,
  "rsz0062_at_grt": "yes",
  "core_region_area_mm2": 0.0903,
  "p_comb_share_pct": 100.0,
  "power_mw": 1.39,
  "min_from": "BusMuxIn_R1[29]",
  "tns_ps": -58.2,
  "grt_pass1_vias": 12700,
  "area_leaders": "a22oi_1 (24%), mux2i_1 (15%), buf_2 (4.1%)",
  "crit_top_cell": "buf_4",
  "placed_area_mm2": 0.0161,
  "hold_viol": 0,
  "ios": 805,
  "seq_area_um2": 0,
  "critPathArrivalTime_ps": 3980,
  "finalClockPeriodUsage_pct": 101,
  "critPathBufInv": 5,
  "chipArea_mm2": 0.104,
  "power.leakage_nw": 5.59,
  "drtIter0Drc": 1074,
  "drv_slew": 0,
  "fmax_ghz": 0.202,
  "cts_hold_buf": 0,
  "rows": 110,
  "first_pass_iters": 9,
  "area_growth_pct": 184,
  "yosysTopAreaCellShare_pct": 24.3,
  "initial_utilization_pct": 6.34,
  "worstSetupEndpointType": "output port",
  "crit_type": "in2out",
  "finalSetupViolCount": 1,
  "cp_slowest_cell": "or3b_1",
  "mappedNetlistArea_mm2": 0.00572,
  "yosysUniqueCellTypes": 62,
  "status": "finished with violations",
  "place_hpwl_um": 115000,
  "nClkBuffers": 0,
  "ys.warnings.count": 1,
  "drt_wl_total_um": 129000,
  "intPower_mw": 0.811,
  "p_switching_mw": 0.580,
  "post_cts_buffers": 0,
  "ir_drop_uv": 24.7,
  "fin_ws_ps": -58.2,
  "path_cells": "buf_2 > buf_4 > or3b_1 > nor2_2 > buf_4 > a22o_1 > a2111oi_0 > buf_4 > nand3_1 > clkdlybuf4s50_1",
  "power_density_mw_per_mm2": 85.7,
  "hp-class": "in2out",
  "required_ps": 3920,
  "hold_path_depth": 4,
  "ant_nets": 0,
  "setup.worst_path.start": "select[3]",
  "slowest_delay_ps": 520,
  "worst_pin_slew_ps": 780,
  "netlist_instances": 802,
  "violations": "setup timing",
  "ys_chip_area_mm2": 0.00572,
  "grt_start_max_net_pins": 39,
  "grt_usage_pct": 24.0,
  "die_x_um": 322,
  "drive_above_1_share_pct": 12.3,
  "openroad.warnings": 33,
  "p_seq_share_pct": 0
}
[routing by layer]
layer / wire, um / share of wire, % / GRT usage, % / vias up
li1: - / - / - / 5149
met1: 50000 / 39 / 28.5 / 5895
met2: 59800 / 46 / 39.1 / 874
met3: 15300 / 12 / 11.6 / 256
met4: 2630 / 2.0 / 3.97 / 156
met5: 1000 / 0.78 / 0 / -
[power by group through the flow]
stage     Sequential, mW    Clock, mW  Combinational [mW]
6_report               0  0.000000835                1.39
5_1_grt                0  0.000000412                1.44
4_1_cts                0            0                1.40
[how the worst max path moves through the flow]
stage	to	slack (ps)	cells past startpoint
CTS	BusMuxOut[4]	3	10
global route	BusMuxOut[1]	-10	10
finish	BusMuxOut[1]	-60	10
[cell families after synthesis]
family                 share of synthesized area (%)
and+or+nand+nor                                 25.4
AOI/OAI and AO/OA                               47.6
muxes                                           17.7
buffers and inverters                           9.36
[through the flow]
stage / hold WS [ps] / utilization [%] / instances / setup slack [ps]
after floorplan: 2030 / - / 802 / 1530
after global placement: 2750 / 17.8 / 2832 / -279
after detailed placement: 2750 / 17.8 / 2832 / -289
after CTS: 2750 / 17.9 / 2832 / 2.70
after global routing: 2800 / 17.9 / 2847 / -13.3
final: 2750 / 18.0 / 2869 / -58.2
[layout by cell type (no fill, tap or decap), types with 9 or more instances in the layout]
| master | count |
|---|---|
| o32ai_1 | 10 |
| mux2_2 | 13 |
| or4_1 | 10 |
| nand4_1 | 33 |
| and4_1 | 9 |
| nor2_2 | 11 |
| nor3_1 | 31 |
| mux2i_1 | 83 |
| nand3_1 | 13 |
| a22oi_1 | 183 |
| a221oi_1 | 24 |
| o22ai_1 | 17 |
| diode_2 | 37 |
| nand2b_1 | 10 |
| a221o_1 | 9 |
| clkdlybuf4s50_1 | 798 |
| buf_12 | 19 |
| nor2_4 | 14 |
| a21oi_1 | 29 |
| nor2_1 | 32 |
| buf_4 | 122 |
| a22o_1 | 22 |
| o2bb2ai_1 | 11 |
| nand2_1 | 39 |
[area by class of cell]
class                           instances  area (um^2)
Multi-Input combinational cell        709         5360
Inverter                                6         22.5
Fill cell                           10200        74000
Tap cell                             1176         1470
Timing Repair Buffer                  941         9290
Antenna cell                           37         92.6
[repair_timing]
item / in CTS / in global routing
endpoints found under the setup margin: 5 / 5
gates cloned: 0 / 0
resized: 5 / 4
