===== /design/flow/run.sh =====
#!/bin/bash
# OpenROAD 26Q1-2900-gdf79404cd8, Yosys 0.63+post, stock flow scripts
make -C /OpenROAD-flow-scripts/flow DESIGN_CONFIG=/design/flow/config.mk WORK_HOME=/design/flow/orfs finish

===== /design/flow/config.mk =====
export PLATFORM = sky130hd
export DESIGN_NAME = MDR_Reg
export DESIGN_NICKNAME = MDR_Reg
export VERILOG_FILES = /design/flow/design.v
export SDC_FILE = /design/flow/constraint.sdc
export NUM_CORES = 4
export LEC_CHECK = 1
export CORE_AREA = 10 10 110 110
export DIE_AREA = 0 0 120 120

===== /design/flow/constraint.sdc =====
current_design MDR_Reg

set clk_period 1.2
set clk_io_pct 0.2

create_clock -name clk0 -period $clk_period [get_ports {clk}]

set non_clock_inputs [all_inputs -no_clocks]
set_input_delay [expr $clk_period * $clk_io_pct] -clock clk0 $non_clock_inputs
set_output_delay [expr $clk_period * $clk_io_pct] -clock clk0 [all_outputs]

===== /design/flow/design.v =====
module MDR_Reg(out, Mdatain, bus, wr, rd, clr, clk);
    output reg [31:0] out;
    input [31:0] Mdatain, bus;
    input rd, clr, clk, wr;
    wire [31:0] in;
    always @(posedge clk)
                if(clr)
                    out=0;
                else if(wr)
                    if(rd)
                        out = Mdatain;
                else
                        out = bus;
endmodule

==> notes.md <==
Looking at the power breakdown, the clock network takes 39.1% of the total. In this run the layout overhead on the synthesized area is reported as 88.42%. The run gives 0.7470 for the global placer's final weighted congestion. Per the CTS log, the buffer count on the longest clock path is 2. Per the OpenROAD floorplan log, the area of the core is 9774 sq um. With the met2 global-route usage at 10.52%, the tally of OpenROAD warnings is 25. The die height was 120 um; the number of nets with antenna violations after detailed routing was 0.

From the final report, the count of setup violators was given as 0. The slowest stage of the critical path is the sky130_fd_sc_hd__dfxtp_1 cell. OpenSTA lists the critical path startpoint as out[31].

The biggest area contributor in the post-synthesis netlist is sky130_fd_sc_hd__dfxtp_1. The endpoint class of the critical path was an output pin. The share of the core area taken by cells at floorplan is 14.71%. For the worst slew margin relative to its limit, the log shows 84.06%. The tools report the power spent charging and discharging nets as 0.0006287 W. The main area contributors are sky130_fd_sc_hd__dfxtp_1, sky130_fd_sc_hd__mux2i_1, sky130_fd_sc_hd__a211oi_1. Per the CTS log, the maximum H-tree level is 2. The run gives 44.56% as the portion of the post-synthesis area used by sequential elements.

The number of cells on the worst hold path is listed as 2. The logs give 280 ps for the clock latency of the later-clocked register in the worst-skew pair and 3.900 mm for the estimated wirelength of the detail-placed design. The number of standard cells reported by yosys was 142; the highest ir drop seen on vdd was 0.0005534 V. The logs give 142 for the cell count after synthesis and 20.0% for the proportion of power drawn by combinational gates. With the depth of the worst register-to-register path at 3, the combined area of all synthesized cells is 1438 sq um. The run gives 3.660 for the mean number of vias per cell.

By startpoint and endpoint, the worst setup path is classified as flop to output pin. For this run, the top clock speed supported by timing is 0.8946 GHz. For reference, the critical path is captured by out[31].

Looking at the max-slew report, the worst-margin pin has a slew of 239.2 ps. Setup repair after global routing left no endpoint under its margin. Buffers inserted to repair hold after CTS numbered 0.

The register with the most flip-flops in the layout has 32 of them. The cell chosen for the clock root is sky130_fd_sc_hd__clkbuf_8. The run gives 10.12 sq um for the synthesized area per cell. In the routed design, unresolved DRC markers number 0.

The number of antenna violations at the first check in global routing came out at 0. The first global-routing pass estimated 7.741 mm of wire. In this run the worst path has a maximum fanout of 2. Per the timing report, the most critical flop-to-flop path originates at out[21]. The run gives 960 ps as the data required time at the worst endpoint.

The biggest cell delay along the critical path is 340 ps, and the via count of the first global-routing pass is 1458. In this run the critical register-to-register path is captured at out[21]. Subtracting the final worst setup slack from the clock period gives 1118 ps. Classification of the worst-slack hold path: primary input to flop.

The number of buffers and inverters on the critical path works out to 1. The logs give 0 for the number of antenna cells inserted and 40.9% for the sequential share of power. The flow ran to the end, and the final reports show no timing, DRC or antenna violations. The clock tree has to reach 32 sinks.

The number of hold violations in the final report came out at 0. The via count of the routed design was 1380. Summed over all cells, the static leakage comes to 1.167 nW. The kind of cell with the highest combined delay along the critical path is flip-flops. Per the cell usage report, the commonest logic cells after layout are sky130_fd_sc_hd__clkdlybuf4s50_1, sky130_fd_sc_hd__mux2i_1, sky130_fd_sc_hd__nor2_1, sky130_fd_sc_hd__a211oi_1, sky130_fd_sc_hd__dlygate4sd2_1. Entering global routing, the biggest net connects 33 pins. For the number of slew-limit violations in the final report, the log shows 0.

The number of standard-cell rows in the floorplan was 36. met3 track demand over resource after global routing is 2.713%. Traced cell by cell, the critical path runs through dlygate4sd2_1. The first detailed-routing pass ran for 3 iterations. The run gives 0.002281 W as the total internal power.

The floorplan report gives the top-level pin count as 100. The total number of yosys warnings was 1; the area taken by flip-flops and latches was 676.9 sq um. Per the breakdown, switching nets consume 21.61% of all power. TritonCTS built the clock tree. The finished layout holds 377 standard cells, fillers aside. The worst path uses 93.15% of the clock period. The run gives 480 ps for the register-to-register path setup slack. Die boundary width: 120 um. For this design the ratio of total power to cell area is 1074 nW/um^2. Once synthesis finished, the tally of register bits stood at 32. The OpenROAD report gives the critical path a data arrival time of 880 ps. The final layout reports a setup TNS of 0 ps.

The count of maximum capacitance violations was 0. Across the routed clock network, the largest skew measured is 0 ps. In the synthesis report, Yosys lists the chip area as 1438 sq um. The tools report the number of fillers in the final layout as 1034. The cell count along the critical path came out at 1.

The most common cell after layout, fill and taps aside is sky130_fd_sc_hd__clkdlybuf4s50_1. In this run the biggest area consumer among cell types represents 44.56% of the synthesized area. The placement report lists the number of port buffers as 99. After clock tree synthesis, the clock-pin slew on the worst setup and hold paths is 70 ps.

Per the GRT log, the top usage layer is met2. According to the floorplan report, the total die area is 14400 sq um. Count of placed standard cells including taps: 365.

The worst setup path is launched from a flop. The remaining global-route overflow is 0. The multi-input combinational cells in the finished layout cover a total of 680.7 sq um. DRC violation total after the first TritonRoute iteration: 41. TritonCTS created 5 clock buffers. Global routing used 6.569% of the available tracks.

The completed layout was analyzed and its total power is 0.002910 W. On met1, the global router reports a usage of 8.478%. The number of distinct library cells after synthesis was 9. The routed design has 4.925 mm of wire. Average routed wire per standard cell: 13.06 um.

Cells with a size suffix above 1 make up 19.67% of the layout.
through the flow:
stage	util [%]	worst slack [ps]	cell area [sq um]	hold WS [ps]
finish	27.71	82.15	2709	327.0
global placement	26.15	48.48	2556	473.2
detailed placement	26.15	37.96	2556	478.7
global route	27.71	37.62	2709	337.7
CTS	27.71	62.52	2709	323.2
floorplan	-	311.2	1438	312.8
synthesized netlist by cell type:
| cell | instances |
|---|---|
| sky130_fd_sc_hd__nor2_1 | 32 |
| sky130_fd_sc_hd__buf_12 | 3 |
| sky130_fd_sc_hd__buf_6 | 1 |
| sky130_fd_sc_hd__dfxtp_1 | 32 |
| sky130_fd_sc_hd__buf_2 | 3 |
| sky130_fd_sc_hd__buf_4 | 1 |
| sky130_fd_sc_hd__a211oi_1 | 32 |
| sky130_fd_sc_hd__mux2i_1 | 32 |
| sky130_fd_sc_hd__clkbuf_1 | 6 |
worst min-delay path by stage:
| stage | end | start |
|---|---|---|
| 6_report | out[2] | wr |
| 5_1_grt | out[0] | wr |
| 4_1_cts | out[2] | wr |
metal layers:
| metal | vias up | part of all wire (%) |
|---|---|---|
| li1 | 717 | - |
| met1 | 601 | 46 |
| met2 | 57 | 45 |
| met3 | 5 | 8.2 |
| met4 | 0 | 0.55 |
| met5 | - | 0 |
cell families (layout without fill, tap and decap cells):
group                  count (synthesis)  in the layout  share of synthesized area [%]
AND-OR/OR-AND                         32             32                          16.71
buffers and inverters                 14            116                          8.094
flip-flops                            32             32                          44.56
multiplexers                          32             32                          22.28
AND/OR/NAND/NOR                       32             32                          8.355
area by class of cell:
type,instances,area share [%]
repair buffers,108,39.08
flip-flops and latches,32,24.99
clock inverters,1,1.109
well taps,133,6.143
clock buffers,7,3.557
multi-input cells,96,25.13
power by group through the flow:
stage	Sequential, W	Combinational, W	Clock [W]
5_1_grt	0.00120	0.000644	0.00123
6_report	0.00119	0.000581	0.00114
4_1_cts	0.00119	0.000596	0.00119
timing repair:
| item | in CTS | in global routing |
|---|---|---|
| resized | 61 | 0 |
| setup endpoints to repair | 32 | 0 |
| buffers inserted | 4 | 0 |
| endpoints found under the hold margin | 0 | 0 |
No activity file was given, so power comes from the tool's default toggle rates.
