==> ./design.v <==
module decoder_4_to_16(
    input [3:0] in,  
    output reg [15:0] out 
);
always @(*)
begin
    out = 16'h0000;
    case(in)
        4'b0000: out = 16'h0001;
        4'b0001: out = 16'h0002;
        4'b0010: out = 16'h0004;
        4'b0011: out = 16'h0008;
        4'b0100: out = 16'h0010;
        4'b0101: out = 16'h0020;
        4'b0110: out = 16'h0040;
        4'b0111: out = 16'h0080;
        4'b1000: out = 16'h0100;
        4'b1001: out = 16'h0200;
        4'b1010: out = 16'h0400;
        4'b1011: out = 16'h0800;
        4'b1100: out = 16'h1000;
        4'b1101: out = 16'h2000;
        4'b1110: out = 16'h4000;
        4'b1111: out = 16'h8000;
    endcase
end
endmodule
`timescale 1ns/10ps
module select_encode(
    input [31:0] IR, 
    input Gra, Grb, Grc, Rin, Rout, BAout, 
    output [15:0] SERin, SERout, 
    output [31:0] C_sign_extended
    );
    wire [3:0] Ra = IR[26:23] & {4{Gra}};
    wire [3:0] Rb = IR[22:19] & {4{Grb}};
    wire [3:0] Rc = IR[18:15] & {4{Grc}};
    wire [3:0] orABC = Ra | Rb | Rc;
    wire [15:0] decoderOut ;
    decoder_4_to_16 decoder_orABC(.in(orABC), .out(decoderOut));
    wire RBAout = Rout | BAout;
    assign SERin = {16{Rin}} & decoderOut;
    assign SERout = {16{RBAout}} & decoderOut;
    assign C_sign_extended = {{13{IR[18]}}, IR[18:0]};
endmodule
==> ./run.sh <==
#!/bin/bash
# OpenROAD 26Q1-2900-gdf79404cd8, Yosys 0.63+post, stock flow scripts
make -C /OpenROAD-flow-scripts/flow DESIGN_CONFIG=/design/flow/config.mk WORK_HOME=/design/flow/orfs finish
==> ./config.mk <==
export PLATFORM = sky130hd
export DESIGN_NAME = select_encode
export DESIGN_NICKNAME = select_encode
export VERILOG_FILES = /design/flow/design.v
export SDC_FILE = /design/flow/constraint.sdc
export NUM_CORES = 4
export LEC_CHECK = 1
export CORE_AREA = 10 10 70 70
export DIE_AREA = 0 0 80 80
==> ./constraint.sdc <==
current_design select_encode

set clk_period 3.8
set clk_io_pct 0.2

create_clock -name clk0 -period $clk_period

set non_clock_inputs [all_inputs -no_clocks]
set_input_delay [expr $clk_period * $clk_io_pct] -clock clk0 $non_clock_inputs
set_output_delay [expr $clk_period * $clk_io_pct] -clock clk0 [all_outputs]
==> qor.json <==
{
  "outcome": "finished clean",
  "finalInstanceArea_um2": 1000,
  "ctsResizeCount": 0,
  "slew_viol_final": 0,
  "synth_area_um2": 488,
  "timing.final.crit_period_ps": 3610,
  "maxCapViolations": 0,
  "final_standard_cell_count_with_taps_included_and_fillers_excluded": 165,
  "dr_total_vias": 625,
  "first_pass_grt_wire_length_um": 3460,
  "synth_cell_types": 12,
  "sequential_cell_area_um2": 0,
  "grt_setup_unrepaired": "no",
  "synth-cells-yosys": 81,
  "nClkBuffers": 0,
  "count_of_endpoints_failing_hold_in_the_final_timing_report": 0,
  "worstMarginPinSlew_ps": 623,
  "post-dp-hpwl_um": 2000,
  "totalPowerFinal_uw": 93.7,
  "netlist_top_cells_area": "buf_4, nor2_1, a222oi_1",
  "cp_class": "primary input to primary output",
  "critical_path.most_common_cell": "clkdlybuf4s50_1",
  "timing.hold.worst.start": "IR[0]",
  "crit_path_cell_trace": "clkdlybuf4s50_1 > a222oi_1 > buf_4 > or3b_1 > nor2_1 > clkdlybuf4s50_1",
  "fmaxAchievable_mhz": 277,
  "floorplan.die.width_um": 80,
  "cts.hold.buffers_added": 0,
  "grt_pass1_vias": 650,
  "timing.critical_path.fanout_max": 8,
  "ant_nets": 0,
  "p_per_area_nw_per_um2": 93.4,
  "vdd_drop_max_v": 0.0000267,
  "largest_area_contributor_in_the_synthesized_netlist": "buf_4",
  "antenna_violations_before_repair": 0,
  "min_delay_path_depth": 0,
  "maximum_number_of_pins_on_one_net_before_global_route_repair": 15,
  "timing.final.ws_setup_ps": 186,
  "ioPinCount": 102,
  "post_dp_cell_area_um2": 1000,
  "critical_path_required_ps": 3040,
  "first_pass_iters": 4,
  "wl_um": 2360,
  "post-cts-setup-buffers": 0,
  "setup-tns-final_ps": 0,
  "cell_count_after_placement": 165,
  "synth-area-yosys_um2": 488,
  "syn_inst": 81,
  "drive_above_1_share": 0.0420,
  "dpl_worst_slack_ps": 143,
  "total_overflow_reported_by_the_global_router": 0,
  "ys_warn_count": 1,
  "drt_iter0_drc": 40,
  "layout-area-overhead-vs-synth_pct": 105,
  "worstSetupStartpoint": "Grb",
  "gr-usage-met2": 0.116,
  "detail_route.vias_per_cell": 3.79,
  "ant_diodes": 0,
  "grtUsageTotal": 0.0665,
  "worst_hold_path.endpoint": "C_sign_extended[0]",
  "place.gp.congestion": 0.726,
  "worst_ep_arrival_time_ps": 2850,
  "openroad.warnings": 37,
  "initCoreUtil": 0.143,
  "hold_path.class": "primary input to primary output",
  "leakage_nw": 0.344,
  "grt_busiest_layer": "met2",
  "ys_seq_share": 0,
  "wl_per_cell_um": 14.3,
  "start_kind": "primary input",
  "drcViolationCount": 0,
  "slew-limit-headroom": 0.582,
  "hold_ws_ps": 1520,
  "setup.worst_path.end_class": "primary output",
  "global_route.usage.met3": 0.0216,
  "min_period_over_period": 0.951,
  "layout.core_utilization": 0.293,
  "yosys-top-cells-count": "buf_4, nor2_1, a222oi_1",
  "grt_use_met1": 0.0804,
  "core.rowCount": 21,
  "ff_count": 0,
  "io_buffer_count": 67,
  "core-area_um2": 3420,
  "setup_violations": 0,
  "die_y_um": 80,
  "synth_area_per_cell_um2": 6.02,
  "slowest_stage": "clkdlybuf4s50_1",
  "die-area_um2": 6400,
  "timing.critical_path.slowest_cell_delay_ps": 480,
  "synth_largest_type_area_fraction": 0.492
}
worst max path at each step:
| stage | endpoint | slack (ps) | cells past startpoint |
|---|---|---|---|
| global route | SERout[3] | 50 | 5 |
| CTS | SERout[6] | 140 | 6 |
| finish | SERout[6] | 190 | 6 |
routing by layer:
| metal | up-vias | routed length [µm] |
|---|---|---|
| met5 | - | 0 |
| met4 | 0 | 6 |
| met3 | 4 | 272 |
| met2 | 35 | 1170 |
| met1 | 269 | 912 |
| li1 | 317 | - |
report_power, final:
group / switching [mW] / internal (mW) / total, mW / leakage [nW]
logic: 0.0328 / 0.0609 / 0.0937 / 0.344
clock network: 0 / 0 / 0 / 0
registers: 0 / 0 / 0 / 0
total: 0.0328 / 0.0609 / 0.0937 / 0.344
cells by family (layout without fill, tap and decap cells):
logic type | count (synthesis) | count (layout) | share of synthesized area
buffers and inverters | 33 | 71 | 0.500
AND-OR/OR-AND | 6 | 6 | 0.108
AND/OR/NAND/NOR | 42 | 42 | 0.392
layout make-up:
class                      instances  area, µm²
fill                             363       2410
multi-input combinational         48        244
tap                               46       57.6
timing repair buffer              71        701
layout by cell type, fill, tap and decap left out:
cell,synthesis,final
clkdlybuf4s50_1,0,67
nand3b_1,3,3
nand2_1,1,1
buf_4,32,4
nor2_1,32,32
nand3_1,1,1
or3_2,1,1
nand2b_1,1,1
a222oi_1,4,4
o21ai_1,1,1
o21bai_1,1,1
or3b_1,3,3
critical path, delay by kind of cell:
kind | cells | cell delay, ps
simple gates | 2 | 550
compound gates | 1 | 390
buf+inv | 3 | 1160
Power is estimated from default activity; no workload was simulated.
